File: flow/design.v
`timescale 1ns / 1ps
module timesharing_andgate2_thirdorder(clk, rand_bit, rand_composable_bit, input_share1, input_share2, input_share3, input_share4, output_share1, output_share2, output_share3, output_share4);
input clk;
input [18:1] rand_bit;
input [12:1] rand_composable_bit;
input [2:1] input_share1;
input [2:1] input_share2;
input [2:1] input_share3;
input [2:1] input_share4;
output output_share1;
output output_share2;
output output_share3;
output output_share4;
wire a_share1, b_share1;
wire a_share2, b_share2;
wire a_share3, b_share3;
wire a_share4, b_share4;
assign a_share1 = input_share1[1] ^ rand_composable_bit[11] ^ rand_composable_bit[7] ^ rand_composable_bit[1];
assign b_share1 = input_share1[2] ^ rand_composable_bit[12] ^ rand_composable_bit[8] ^ rand_composable_bit[2];
assign a_share2 = input_share2[1] ^ rand_composable_bit[11] ^ rand_composable_bit[9] ^ rand_composable_bit[3];
assign b_share2 = input_share2[2] ^ rand_composable_bit[12] ^ rand_composable_bit[10] ^ rand_composable_bit[4];
assign a_share3 = input_share3[1] ^ rand_composable_bit[7] ^ rand_composable_bit[9] ^ rand_composable_bit[5];
assign b_share3 = input_share3[2] ^ rand_composable_bit[8] ^ rand_composable_bit[10] ^ rand_composable_bit[6];
assign a_share4 = input_share4[1] ^ rand_composable_bit[1] ^ rand_composable_bit[3] ^ rand_composable_bit[5];
assign b_share4 = input_share4[2] ^ rand_composable_bit[2] ^ rand_composable_bit[4] ^ rand_composable_bit[6];
wire a_subscript0_share1, b_subscript0_share1, ab_subscript0_share1 ;
wire a_subscript0_share2, b_subscript0_share2, ab_subscript0_share2 ;
assign a_subscript0_share1  = a_share1  ^ rand_bit[1];
assign b_subscript0_share1  = b_share1  ^ rand_bit[2];
assign ab_subscript0_share1 = a_share1 & b_share1 ^ rand_bit[3];
assign a_subscript0_share2  = rand_bit[1] ;
assign b_subscript0_share2  = rand_bit[2] ;
assign ab_subscript0_share2 = rand_bit[3] ;
reg a_subscript0_share1_reg, b_subscript0_share1_reg, ab_subscript0_share1_reg ;
reg a_subscript0_share2_reg, b_subscript0_share2_reg, ab_subscript0_share2_reg ;
reg a_share2_reg, b_share2_reg ;
reg a_share3_reg, b_share3_reg ;
reg a_share4_reg, b_share4_reg ;
always@(posedge clk)
begin
	a_subscript0_share1_reg  <= a_subscript0_share1 ;
	b_subscript0_share1_reg  <= b_subscript0_share1 ;
	ab_subscript0_share1_reg <= ab_subscript0_share1 ;
	a_subscript0_share2_reg  <= a_subscript0_share2 ;
	b_subscript0_share2_reg  <= b_subscript0_share2 ;
	ab_subscript0_share2_reg <= ab_subscript0_share2 ;
	a_share2_reg <= a_share2 ;
	b_share2_reg <= b_share2 ;
	a_share3_reg <= a_share3 ;
	b_share3_reg <= b_share3 ;
	a_share4_reg <= a_share4 ;
	b_share4_reg <= b_share4 ;
end
wire a_subscript1_share1, a_subscript1_share2, a_subscript1_share3 ;
wire b_subscript1_share1, b_subscript1_share2, b_subscript1_share3 ;
wire ab_subscript1_share1, ab_subscript1_share2, ab_subscript1_share3 ;
assign ab_subscript1_share1 = ab_subscript0_share1_reg ^ a_subscript0_share1_reg & b_share2_reg ^ b_subscript0_share1_reg & a_share2_reg  ^ rand_bit[4];
assign ab_subscript1_share2 = ab_subscript0_share2_reg ^ a_subscript0_share2_reg & b_share2_reg ^ b_subscript0_share2_reg & a_share2_reg ^ a_share2_reg & b_share2_reg  ^ rand_bit[5];
assign ab_subscript1_share3 = rand_bit[4] ^ rand_bit[5];
assign a_subscript1_share1 = a_subscript0_share1_reg ^ rand_bit[6];
assign a_subscript1_share2 = a_subscript0_share2_reg ^ a_share2_reg  ^ rand_bit[7];
assign a_subscript1_share3 = rand_bit[6] ^ rand_bit[7];
assign b_subscript1_share1 = b_subscript0_share1_reg ^ rand_bit[8];
assign b_subscript1_share2 = b_subscript0_share2_reg ^ b_share2_reg  ^ rand_bit[9];
assign b_subscript1_share3 = rand_bit[8] ^ rand_bit[9];
reg a_subscript1_share1_reg, b_subscript1_share1_reg, ab_subscript1_share1_reg ;
reg a_subscript1_share2_reg, b_subscript1_share2_reg, ab_subscript1_share2_reg ;
reg a_subscript1_share3_reg, b_subscript1_share3_reg, ab_subscript1_share3_reg ;
reg a_share3_reg2, b_share3_reg2 ;
reg a_share4_reg2, b_share4_reg2 ;
always@(posedge clk)
begin
	a_subscript1_share1_reg  <= a_subscript1_share1 ;
	b_subscript1_share1_reg  <= b_subscript1_share1 ;
	ab_subscript1_share1_reg <= ab_subscript1_share1 ;
	a_subscript1_share2_reg  <= a_subscript1_share2 ;
	b_subscript1_share2_reg  <= b_subscript1_share2 ;
	ab_subscript1_share2_reg <= ab_subscript1_share2 ;
	 a_subscript1_share3_reg  <= a_subscript1_share3 ;
	 b_subscript1_share3_reg  <= b_subscript1_share3 ;
	ab_subscript1_share3_reg <= ab_subscript1_share3 ;
	a_share3_reg2 <= a_share3_reg ;
	b_share3_reg2 <= b_share3_reg ;
	a_share4_reg2 <= a_share4_reg ;
	b_share4_reg2 <= b_share4_reg ;
end
wire ab_subscript2_share1, ab_subscript2_share2, ab_subscript2_share3 , ab_subscript2_share4 ;
wire a_subscript2_share1, a_subscript2_share2,   a_subscript2_share3  , a_subscript2_share4 ;
wire b_subscript2_share1, b_subscript2_share2,   b_subscript2_share3  , b_subscript2_share4 ;
assign ab_subscript2_share1 = ab_subscript1_share1_reg ^ a_subscript1_share1_reg & b_share3_reg2 ^ b_subscript1_share1_reg & a_share3_reg2                                 ^ rand_bit[10] ;
assign ab_subscript2_share2 = ab_subscript1_share2_reg ^ a_subscript1_share2_reg & b_share3_reg2 ^ b_subscript1_share2_reg & a_share3_reg2                                 ^ rand_bit[11] ;
assign ab_subscript2_share3 = ab_subscript1_share3_reg ^ a_subscript1_share3_reg & b_share3_reg2 ^ b_subscript1_share3_reg & a_share3_reg2 ^ a_share3_reg2 & b_share3_reg2 ^ rand_bit[12] ;
assign ab_subscript2_share4 = rand_bit[10] ^ rand_bit[11] ^ rand_bit[12] ;
assign a_subscript2_share1 = a_subscript1_share1_reg                 ^ rand_bit[13];
assign a_subscript2_share2 = a_subscript1_share2_reg                 ^ rand_bit[14];
assign a_subscript2_share3 = a_subscript1_share3_reg ^ a_share3_reg2 ^ rand_bit[15];
assign a_subscript2_share4 = rand_bit[13] ^ rand_bit[14] ^ rand_bit[15] ;
assign b_subscript2_share1 = b_subscript1_share1_reg                 ^ rand_bit[16] ;
assign b_subscript2_share2 = b_subscript1_share2_reg                 ^ rand_bit[17] ;
assign b_subscript2_share3 = b_subscript1_share3_reg ^ b_share3_reg2 ^ rand_bit[18] ;
assign b_subscript2_share4 = rand_bit[16] ^ rand_bit[17] ^ rand_bit[18] ;
reg a_subscript2_share1_reg, b_subscript2_share1_reg, ab_subscript2_share1_reg ;
reg a_subscript2_share2_reg, b_subscript2_share2_reg, ab_subscript2_share2_reg ;
reg a_subscript2_share3_reg, b_subscript2_share3_reg, ab_subscript2_share3_reg ;
reg a_subscript2_share4_reg, b_subscript2_share4_reg, ab_subscript2_share4_reg ;
reg a_share4_reg3, b_share4_reg3 ;
always@(posedge clk)
begin
	a_subscript2_share1_reg  <= a_subscript2_share1 ;
	b_subscript2_share1_reg  <= b_subscript2_share1 ;
	ab_subscript2_share1_reg <= ab_subscript2_share1 ;
	a_subscript2_share2_reg  <= a_subscript2_share2 ;
	b_subscript2_share2_reg  <= b_subscript2_share2 ;
	ab_subscript2_share2_reg <= ab_subscript2_share2 ;
	 a_subscript2_share3_reg  <= a_subscript2_share3 ;
	 b_subscript2_share3_reg  <= b_subscript2_share3 ;
	ab_subscript2_share3_reg <= ab_subscript2_share3 ;
	 a_subscript2_share4_reg  <= a_subscript2_share4 ;
	 b_subscript2_share4_reg  <= b_subscript2_share4 ;
	ab_subscript2_share4_reg <= ab_subscript2_share4 ;
	a_share4_reg3 <= a_share4_reg2 ;
	b_share4_reg3 <= b_share4_reg2 ;
end
wire ab_subscript3_share1, ab_subscript3_share2, ab_subscript3_share3 , ab_subscript3_share4 ;
assign ab_subscript3_share1 = ab_subscript2_share1_reg ^ a_subscript2_share1_reg & b_share4_reg3 ^ b_subscript2_share1_reg & a_share4_reg3                                  ;
assign ab_subscript3_share2 = ab_subscript2_share2_reg ^ a_subscript2_share2_reg & b_share4_reg3 ^ b_subscript2_share2_reg & a_share4_reg3                                  ;
assign ab_subscript3_share3 = ab_subscript2_share3_reg ^ a_subscript2_share3_reg & b_share4_reg3 ^ b_subscript2_share3_reg & a_share4_reg3                                  ;
assign ab_subscript3_share4 = ab_subscript2_share4_reg ^ a_subscript2_share4_reg & b_share4_reg3 ^ b_subscript2_share4_reg & a_share4_reg3 ^ a_share4_reg3 & b_share4_reg3  ;
assign output_share1 =  ab_subscript3_share1 ;
assign output_share2 =  ab_subscript3_share2 ;
assign output_share3 =  ab_subscript3_share3 ;
assign output_share4 =  ab_subscript3_share4 ;
endmodule
File: flow/constraint.sdc
current_design timesharing_andgate2_thirdorder

set clk_period 1.4
set clk_io_pct 0.2

create_clock -name clk0 -period $clk_period [get_ports {clk}]

set non_clock_inputs [all_inputs -no_clocks]
set_input_delay [expr $clk_period * $clk_io_pct] -clock clk0 $non_clock_inputs
set_output_delay [expr $clk_period * $clk_io_pct] -clock clk0 [all_outputs]
File: flow/config.mk
export PLATFORM = sky130hd
export DESIGN_NAME = timesharing_andgate2_thirdorder
export DESIGN_NICKNAME = timesharing_andgate2_thirdorder
export VERILOG_FILES = /design/flow/design.v
export SDC_FILE = /design/flow/constraint.sdc
export NUM_CORES = 4
export LEC_CHECK = 1
export CORE_UTILIZATION = 40
File: flow/run.sh
#!/bin/bash
# OpenROAD 26Q1-2900-gdf79404cd8, Yosys 0.63+post, stock flow scripts
make -C /OpenROAD-flow-scripts/flow DESIGN_CONFIG=/design/flow/config.mk WORK_HOME=/design/flow/orfs finish
==> flow_summary.json <==
{
  "status": "finished with violations",
  "failed_checks": "negative setup slack",
  "numCtsBuffers": 5,
  "cp-start-kind": "flip-flop",
  "avgSynthCellArea_sq_um": 11.5,
  "cts_tree": "done",
  "initCoreUtil": 0.419,
  "wl_um": 2400,
  "die_x_um": 64.1,
  "worst-slew-pin-transition_ps": 256,
  "ant_nets": 0,
  "hold_viol_final": 0,
  "rsz0062_at_grt": "yes",
  "hpwl_um": 1980,
  "powerDensity_nw_per_um2": 1460,
  "ys_area_sq_um": 1540,
  "log.warning_count": 27,
  "crit_path_max_fanout": 2,
  "grt_max_degree": 12,
  "finalWeightedCongestion": 0.749,
  "grt-ovfl-total": 0,
  "clock_latency_ps": 280,
  "drv_slew": 0,
  "final_util": 0.615,
  "grt_pass1_wl_um": 4380,
  "antenna_cells": 0,
  "crit_required_ps": 1120,
  "fin_skew_ps": 0.669,
  "hp-class": "reg2reg",
  "clkTransAtPathRegs_ps": 60,
  "timing.final.ws_setup_ps": -275,
  "drtPass1Iterations": 2,
  "antenna_found_initial": 0,
  "ys_warn_count": 1,
  "vias_per_cell": 4.13,
  "holdPathStages": 0,
  "drc_errors": 0,
  "grt_usage": 0.140,
  "relSlewSlack": 0.828,
  "lay_top_cells": "xnor2_1, clkdlybuf4s50_1, dfxtp_1, xor2_1, buf_4",
  "finalClockPeriodUsage": 1.20,
  "row_count": 22,
  "clock-sinks": 39,
  "end_kind": "primary output",
  "io_pins": 43,
  "leakage_nw": 0.909,
  "clock-root-buffer": "clkbuf_8",
  "coreArea_sq_um": 3690,
  "area_delta_synth_final_pct": 47.0,
  "ctsLongestPathBuffers": 2,
  "synth_cell_type_count": 12,
  "period_needed_ps": 1680,
  "clock.fmax_mhz": 597,
  "layout_top_cell": "xnor2_1",
  "io_buffers": 42,
  "ys_cells": 134,
  "cap_violations": 0,
  "cts_max_level": 2,
  "cts_hold_buf": 0,
  "vdd_ir_drop_max_v": 0.000572,
  "worstPathArrival_ps": 1400,
  "critPathKind": "reg2out",
  "p_total_w": 0.00332,
  "wl_per_cell_um": 9.74,
  "drtIter0Drc": 27,
  "grt_pass1_vias": 1091,
  "die_area_sq_um": 4110,
  "die_y_um": 64.1,
  "netlist_instances": 134,
  "synthesis.area_sq_um": 1540,
  "via_count": 1016,
  "ys_seq_frac": 0.506,
  "synth_flops": 39,
  "setup-violations-final": 4,
  "drive_gt1_frac": 0.192,
  "reg2regPathDepth": 3
}
-- routing by layer --
metal	track usage	routed length (um)
met5	0	0
met4	0.0167	40
met2	0.263	1180
met1	0.161	1010
met3	0.0399	168
-- synthesized netlist by cell type --
library cell  count  share of area
mux2i_1           1         0.0065
nand2b_1          2         0.0081
dfxtp_1          39           0.51
nand2_1          12          0.029
a22oi_1           1         0.0049
nor2_1            3         0.0073
nand2b_2          1         0.0057
mux2_4            1         0.0097
xor2_1           21           0.12
mux2_1            2          0.015
a32oi_1           2          0.011
xnor2_1          49           0.28
-- per-stage QoR --
step           cell area (sq um)  setup TNS (ps)  setup WS, ps  std cells  hold WS (ps)
2_1_floorplan               1540               0           162        134           308
3_3_place_gp                2100            -866          -279        234           312
3_5_place_dp                2100            -996          -324        234           313
4_1_cts                     2260            -674          -312        245           327
5_1_grt                     2270            -864          -364        246           327
6_report                    2270            -498          -275        246           324
-- kinds of logic after synthesis --
| logic type | count (synthesis) | synth area share |
|---|---|---|
| xor gates and xnor gates | 70 | 0.397 |
| and+or+nand+nor | 18 | 0.0502 |
| muxes | 4 | 0.0308 |
| DFF | 39 | 0.506 |
| AOI/OAI and AO/OA | 3 | 0.0162 |
-- worst max-delay path, cell delays in order, from the launching register on --
cell and delay (ps):
dfxtp_2 330, buf_6 110, mux2_4 290, a32oi_2 160, xnor2_1 130, buf_2 110
-- what timing repair did --
item,CTS,global route
setup endpoints to repair,4,4
buffers inserted,3,1
gates resized,31,1
pin swaps,8,8
-- final cells by class --
cell class / instances / area, sq um
sequential: 39 / 788
clock buffer: 7 / 76.3
fill: 300 / 1420
clock inverter: 1 / 5.00
multi-input combinational: 95 / 820
tap: 48 / 60.1
timing repair buffer: 56 / 520
-- power breakdown --
group          internal (W)  switching, W
Combinational      0.000698      0.000356
Clock              0.000349      0.000330
Sequential          0.00142      0.000167
-- path summary, 6_finish.rpt --
| path | from | to | slack [ps] |
|---|---|---|---|
| worst min register to register | a_share4_reg2 | a_share4_reg3 | 320 |
| worst max register to register | b_share2_reg | ab_subscript1_share2_reg | 260 |
| worst min-delay path | a_share4_reg2 | a_share4_reg3 | 320 |
| worst max-delay path | b_share4_reg3 | output_share4 | -280 |
No activity file was given, so power comes from the tool's default toggle rates.
